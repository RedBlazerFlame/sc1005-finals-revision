File: /design/flow/design.v
module fsm(input inp, clk, rst, output out);
    wire [1:0] st;
    reg [1:0] nst;
    reg [1:0] st_reg;
    reg out_reg;
    reg nout;
    assign st = st_reg;
    assign out = out_reg;
    parameter [1:0] off = 2'b00, on1 = 2'b01, on2 = 2'b10, on3 = 2'b11;
    always @ (posedge clk)
        if(rst)
        begin
            st_reg <= 2'b0;  
            out_reg <= 1'b0;
        end
        else
        begin
            st_reg <= nst;
            out_reg <= nout;
        end
    always @*
    begin
        nout = out;
        nst = st;
        case(st)
        off:
        begin
            if(inp)
            begin
                nst = on1;
                nout = 1'b0;
            end
            else
            begin
                nout = 1'b1;
            end
        end
        on1:
        begin
            if(inp)
            begin
                nst = on2;
                nout = 1'b1;
            end
        end
        on2:
        begin
            if(inp)
            begin
                nst = on3;
                nout = 1'b1;
            end
        end
        on3:
        begin
            if(inp)
            begin
                nst = off;
                nout = 1'b0;
            end
        end
        default:
        begin
            nout = 1'b0;
            nst = off;
        end
        endcase
    end
endmodule
File: /design/flow/run.sh
#!/bin/bash
# OpenROAD 26Q1-2900-gdf79404cd8, Yosys 0.63+post, stock flow scripts
make -C /OpenROAD-flow-scripts/flow DESIGN_CONFIG=/design/flow/config.mk WORK_HOME=/design/flow/orfs finish
File: /design/flow/config.mk
export PLATFORM = sky130hd
export DESIGN_NAME = fsm
export DESIGN_NICKNAME = fsm
export VERILOG_FILES = /design/flow/design.v
export SDC_FILE = /design/flow/constraint.sdc
export NUM_CORES = 4
export LEC_CHECK = 1
export CORE_AREA = 10 10 70 70
export DIE_AREA = 0 0 80 80
File: /design/flow/constraint.sdc
current_design fsm

set clk_period 1.4
set clk_io_pct 0.2

create_clock -name clk0 -period $clk_period [get_ports {clk}]

set non_clock_inputs [all_inputs -no_clocks]
set_input_delay [expr $clk_period * $clk_io_pct] -clock clk0 $non_clock_inputs
set_output_delay [expr $clk_period * $clk_io_pct] -clock clk0 [all_outputs]
==> out/results.ini <==
[final_timing]
fin_tns_setup_ns=0
finalSetupViolCount=0
hold_viol=0
period_used_pct=93.6
slew_headroom_pct=87.3
fmax_mhz=763
finalCriticalPeriod_ns=1.31
rsz0062_at_grt=false
skew_ns=0.00171
drv_slew=0
tightestPinTransition_ns=0.190

[power_and_ir_drop]
vdd_drop_max_mv=0.120
switchingPower_mw=0.0766
leakage_nw=0.114
p_per_area_nw_per_um2=1170
sw_frac_of_total_pct=21.3
power.internal_mw=0.283
p_comb_share_pct=10.5
pwr-share-seq_pct=44.0
clock_power_share_pct=45.5

[detailed_routing]
initialDrtViolationCount=6
ant_nets=0
drt_first_pass_iters=2
vias=156
drt_wl_total_microns=373
wire_per_inst_microns=5.25
drc=0
insertedDiodeCount=0
vias_per_cell=2.20

[place]
io_buffers=3
place_congestion=0.642
postPlaceCellArea_sq_um=282

[cts]
cts_root_buf=clkbuf_4
post_cts_resized=0
numCtsBuffers=3
htreeDepth=1
cts_hold_buffers=0
cts_tree=yes
cts_sinks=5
clock_latency_ns=0.24
clockBufferDepth=2
cts.clk_slew.worst_paths_ns=0.04
postCtsSetupBuffers=0

[global_routing]
top_usage_layer=met2
grt_pass1_wl_microns=531
met3_usage_pct=0.455
grt-ovfl-total=0
gr-usage-met2_pct=1.93
use_met1_pct=0.666
grt_pass1_vias=154
antenna_found_initial=0
grtUsageTotal_pct=0.997
grt_start_max_net_pins=6

[logic_synthesis]
yosys_cells=18
postSynthSeqShare_pct=52.3
synthDistinctLibCells=8
ys_sh_aoi_pct=13.1
syn-cell-area_sq_um=191
simple_gate_share_pct=16.3
topCombFamilyByArea=simple AND/OR/NAND/NOR gates
ys.flops=5
ys_sh_adder_pct=0
synthCells=18
ys_sh_xor_pct=0
yosysWarnings=1
mux_area_share_pct=15.7
syn_avg_cell_area_sq_um=10.6
synth_chip_area_sq_um=191

[worst_setup_path]
cp_top_family=buffers and inverters
crit_type=register to output port
path_max_fanout=2
worstPathRequired_ns=1.12
cp_slowest_cell=clkdlybuf4s50_1
cp_cell_sequence=clkdlybuf4s50_1
cp_data_arrival_time_ns=1.03
worst_path_largest_cell_delay_ns=0.48
cp_num_buf_inv=1
crit_path_start_kind=register
cp-end-kind=output port

[layout]
fin_area_sq_um=308
syn2layout_area_growth_pct=60.8
drive_gt1_share_pct=24.0
largest_reg_flops=4
layout_top_cells=5 x nor2_1, 5 x dfxtp_1, 3 x mux2i_1, 3 x clkbuf_4, 3 x clkdlybuf4s50_1

[floorplan]
fp_util_pct=5.60
num_rows=21
core_area_sq_um=3420
ioPinCount=4
die-width_microns=80
die_y_microns=80
die_area_sq_um=6400

[run]
openroad.warnings=25
drv_cap=0

[min_path]
hold_path.class=register to register

[run_status]
status=finished, final reports clean

[power by group through the flow]
stage	Sequential (mW)	Clock (mW)	Combinational (mW)
after global routing	0.159	0.180	0.0404
final	0.158	0.164	0.0376
after CTS	0.158	0.173	0.0381
[Yosys cell counts]
| master | n | area, sq um |
|---|---|---|
| buf_2 | 1 | 5.00 |
| nor2_1 | 5 | 18.8 |
| nor2b_1 | 1 | 6.26 |
| dfxtp_1 | 5 | 100 |
| a211o_2 | 1 | 10.0 |
| mux2i_1 | 3 | 30.0 |
| or3_1 | 1 | 6.26 |
| a221oi_2 | 1 | 15.0 |
[worst paths after layout]
path	cells after the start	start	slack (ns)	to
hold reg to reg	2	st_reg[0]$_DFF_P_	0.50	st_reg[2]$_DFF_P_
setup / recovery	1	out_reg$_SDFFE_PP0P_	0.09	out
hold / removal	2	st_reg[0]$_DFF_P_	0.50	st_reg[2]$_DFF_P_
setup reg to reg	2	st_reg[3]$_DFF_P_	0.41	out_reg$_SDFFE_PP0P_
[kinds of logic after synthesis]
logic type | after synthesis
AOI/OAI and AO/OA | 2
muxes | 3
buffers and inverters | 1
and+or+nand+nor | 7
DFF | 5
[per-stage QoR]
stage | utilization, % | power, mW | hold slack, ns | setup WS [ns] | cells
final | 9.01 | 0.359 | 0.502 | 0.0898 | 71
after global routing | 9.01 | 0.379 | 0.530 | 0.0510 | 71
after CTS | 9.01 | 0.369 | 0.502 | 0.0647 | 71
after detailed placement | 8.24 | 0.199 | 0.481 | 0.0794 | 67
after global placement | 8.24 | 0.196 | 0.468 | 0.122 | 67
after floorplan | - | 0.181 | 0.346 | 0.460 | 18
[cell type report]
cell class                      instances  area, sq um
Tap cell                               46         57.6
Sequential cell                         5          100
Fill cell                             406         3110
Timing Repair Buffer                    4         37.5
Clock buffer                            4         26.3
Multi-Input combinational cell         12         86.3
[layer usage]
layer	part of all wire (%)	up-vias
met5	0	-
met4	0	0
met3	0	0
met2	60	1
met1	39	78
li1	-	77
Power is estimated from default activity; no workload was simulated.
